$ cat flow/run.sh
#!/bin/bash
# OpenROAD 26Q1-2900-gdf79404cd8, Yosys 0.63+post, stock flow scripts
make -C /OpenROAD-flow-scripts/flow DESIGN_CONFIG=/design/flow/config.mk WORK_HOME=/design/flow/orfs finish
$ cat flow/config.mk
export PLATFORM = sky130hd
export DESIGN_NAME = main
export DESIGN_NICKNAME = main
export VERILOG_FILES = /design/flow/design.v
export SDC_FILE = /design/flow/constraint.sdc
export NUM_CORES = 4
export LEC_CHECK = 1
export CORE_UTILIZATION = 50
$ cat flow/constraint.sdc
current_design main

set clk_period 31.7
set clk_io_pct 0.2

create_clock -name clk0 -period $clk_period [get_ports {clk}]

set non_clock_inputs [all_inputs -no_clocks]
set_input_delay [expr $clk_period * $clk_io_pct] -clock clk0 $non_clock_inputs
set_output_delay [expr $clk_period * $clk_io_pct] -clock clk0 [all_outputs]
$ cat flow/design.v
`timescale 1ns / 1ps
module main(
    input clk,rst,start,
    input [3:0]ip,
    output reg [59:0]ans,
    output reg finish
    );
    parameter [6:0]addr_max=100;
    reg [59:0]max=0,adder=0;
    reg [3:0]bram[addr_max-1:0];
    reg [6:0]addr=0,index=0,index_max=addr_max-12;
    reg [3:0]state=0;
    initial
    begin
        ans=0;
        finish=1;
    end
    always @(posedge clk)
    begin
        if(rst)
        begin
            addr<=0;ans<=0;max<=0;
            index<=0;index_max<=addr_max-12;
            state<=0;
            finish<=1;
        end
        else 
        begin
            case(state)
            0:
            begin
                addr<=0;ans<=adder;max<=0;
                index<=0;index_max<=addr_max-12;
                if(start)
                begin
                    finish<=0;
                    state<=1;
                end
                else finish<=1;
            end
            1:
            begin
                if(addr>=addr_max)
                begin
                    state<=2;
                    addr<=0;
                end
                else 
                begin
                    bram[addr]<=ip;
                    addr<=addr+1;
                end
            end
            2:
            begin
                if(addr<=index_max) 
                begin
                    if(bram[addr]>max[3:0])
                    begin
                        index<=addr;    
                        max[3:0]<=bram[addr];
                    end
                    addr<=addr+1;
                end
                else
                begin
                    addr<=index+1;
                    if(index_max>=99)state<=0;
                    else 
                    begin
                        index_max<=index_max+1;       
                        max<=max<<4;
                    end
                end
            end
            endcase        
        end   
    end
    reg [15:0]c=0;
    genvar i;
    generate 
        for(i=1;i<16;i=i+1)
        begin:bcd_adder
            always @(*)
            begin
                if(rst) 
                begin
                    adder[4*i-1:4*(i-1)]=0;
                    c[i]=0;
                end
                else if(c[i-1]+max[4*i-1:4*(i-1)]+ans[4*i-1:4*(i-1)]>9)
                begin
                    adder[4*i-1:4*(i-1)]=c[i-1]+ans[4*i-1:4*(i-1)]+max[4*i-1:4*(i-1)]-10;
                    c[i]=1;
                end
                else
                begin
                    adder[4*i-1:4*(i-1)]=c[i-1]+ans[4*i-1:4*(i-1)]+max[4*i-1:4*(i-1)];
                    c[i]=0;
                end
            end
        end
    endgenerate
endmodule
==> reports/metrics.cfg <==
[placed_design]
gp_congestion = 0.921
dp_hpwl_mm = 42.0
port_buffers = 67

[power]
p_switching_mw = 0.555
peakVddDrop_uv = 47.7
power.share.sequential = 0.428
power_density_mw_per_mm2 = 66.6
leakagePower_nw = 9.92
clock_power_share = 0.365
combPwrFrac = 0.208
switching_share = 0.285
finalPower_mw = 1.95
p_int_mw = 1.39

[drt]
insertedDiodeCount = 0
ant_nets = 0
vias = 17100
drcViolationCount = 0
routed_wl_mm = 65.4
first_pass_iters = 6
drt_iter0_markers = 1162
wl_per_cell_um = 22.4
viasPerCell = 5.86

[cells_and_area]
fillers = 4039
syn_to_final_growth_pct = 13.2
drive_above_1_share = 0.102

[outcome]
status = finished, final reports clean

[clock_network]
cts_resized = 0
cts_sinks = 544
htreeDepth = 2
cts_setup_buffers = 0
cts_tree = built
ctsHoldBuffers = 0
cts_buffers = 57
clk_path_buf_depth = 3
clockRootBuffer = clkbuf_16
clkSlewWorstSetupHoldPaths_ps = 60
clkLatencyLatePin_ps = 640

[setup_path]
slowest_delay_ps = 460
r2r_slack_ps = 8260
regToRegStartpoint = max[1]
required_ps = 32250
cp-end-kind = flip-flop
reg2reg_depth = 106
arrival_ps = 28340
critPathSlowestCell = o21ai_0
path_class = input port to flip-flop
critPathMaxFanout = 35
worstSetupStartpointType = input port
reg2reg_to = ans[59]
crit_top_cell = fa_1

[timing]
setup_violations = 0
fin_skew_ps = 41.8
slew_viol_final = 0
report.final.hold_viol_count = 0
timing.fmax_mhz = 36.0
rsz0062_at_grt = false
fin_crit_ps = 27790
tns_ps = 0
finalClockPeriodUsage = 0.877
tightest_slew_ps = 937
max_slew_margin = 0.374

[yosys]
syn_inst = 2148
yosysChipArea_mm2 = 0.0258
ys_seq_frac = 0.577
synthFlopType = edfxtp_1
netlist_area_mm2 = 0.0258
ys_ff = 544
yosys_cells = 2148
yosys_warnings = 1
async_reset_ff_frac = 0
synth-edff-count = 400
avgSynthCellArea_um2 = 12.0
ys_types = 66

[worst_hold_path]
hold_end = max[32]
min_from = max[28]
hp-class = flip-flop to flip-flop
whs_path_depth = 2

[die]
core-area_mm2 = 0.0506
die_w_um = 229
fp-utilization = 0.511
rows = 82
chip_area_mm2 = 0.0526
fp.dieH_um = 229
ios = 68

[run]
max-cap-violations = 0
warnings = 61

[grt]
grt_pass1_vias = 17500
globalRoute.totalOverflow = 0
antenna_found_initial = 0
track_usage = 0.274
grt_max_degree = 70
grt_pass1_wl_mm = 101

==> cell type report <==
type / instances / area [um2] / share of cell area
inverter: 155 / 582 / 0.0199
clock inverter: 44 / 547 / 0.0187
timing repair buffer: 114 / 1000 / 0.0342
tap: 672 / 841 / 0.0288
sequential: 544 / 14900 / 0.510
multi-input combinational: 1331 / 9890 / 0.338
clock buffer: 64 / 1470 / 0.0504
==> registers in the layout, summed over array words and instances (netlist names) <==
name / count
max: 60
addr: 7
bram: 400
index_max: 7
finish: 1
index: 7
ans: 60
state: 2
==> power groups by stage <==
stage	sequential (mW)	combinational (mW)	clock (mW)
4_1_cts	0.835	0.407	0.724
5_1_grt	0.840	0.452	0.748
6_report	0.833	0.404	0.710
==> routing by layer <==
layer,wire length [um],share of wire,global-route usage
met4,1930,0.030,0.0629
met5,0,0,0
met2,30900,0.47,0.414
met3,6580,0.10,0.117
met1,26000,0.40,0.397
==> cell usage after synthesis, drive strengths merged (6+ instances only) <==
master	count	share of area
a22o	10	0.0034
xor2	47	0.016
nand4	7	0.0017
edfxtp	400	0.47
nand2b	22	0.0053
mux4	21	0.018
nor2b	16	0.0042
a211oi	36	0.010
o22ai	15	0.0036
buf	42	0.0082
ha	110	0.053
nor2	205	0.030
nor3	7	0.0014
a311oi	15	0.0051
a21o	31	0.0090
clkbuf	76	0.011
dfxtp	144	0.11
o32ai	14	0.0047
xnor2	25	0.0085
and2	17	0.0041
o2bb2ai	7	0.0024
inv	153	0.022
a221oi	53	0.018
mux2	45	0.020
nand3	95	0.018
or3	6	0.0015
o211ai	8	0.0023
a22oi	21	0.0061
nand2	144	0.021
a21oi	132	0.026
a31oi	6	0.0015
nor3b	8	0.0023
mux2i	48	0.019
fa	44	0.034
o21ai	54	0.010
==> worst max path at each step <==
stage	startpoint	end	cells past startpoint
4_1_cts	rst	ans[59]	101
5_1_grt	rst	ans[59]	101
6_report	rst	ans[59]	101
==> metrics by stage <==
stage	hold WS, ps	cells	setup slack [ps]	util	cell area [um2]
5_1_grt	493	2924	1680	0.578	29200
4_1_cts	465	2924	3960	0.578	29200
6_report	460	2924	3910	0.578	29200
3_5_place_dp	458	2816	3460	0.538	27200
3_3_place_gp	454	2816	4130	0.538	27200
2_1_floorplan	417	2148	5790	-	25800
==> worst max-delay path, delay by kind of cell <==
family | cells | cell delay (ps)
mux | 1 | 380
xor+xnor | 14 | 2780
buf+inv | 15 | 1850
compound gates | 15 | 5930
simple gates | 28 | 2730
fa+ha+maj | 28 | 8230
==> cell usage in the layout, fill, tap and decap left out, drive strengths merged, types with 8 or more instances in the layout <==
cell type      synthesis  layout
nor3b                  8       8
a22o                  10      10
nand3                 95      95
o21ai                 54      54
nand2b                22      22
mux4                  21      21
mux2                  45      45
a22oi                 21      21
nor2b                 16      16
nor2                 205     205
a221oi                53      53
clkinv                 2      22
buf                   42      52
xnor2                 25      25
a211oi                36      36
bufinv                 0      10
dfxtp                144     144
clkdlybuf4s50          0      62
o32ai                 14      14
mux2i                 48      48
edfxtp               400     400
inv                  153     157
nand2                144     144
a21oi                132     132
clkinvlp               0      10
xor2                  47      47
and2                  17      17
ha                   110     110
a21o                  31      31
fa                    44      44
o22ai                 15      15
o211ai                 8       8
a311oi                15      15
clkbuf                76      64
==> cells by family after synthesis <==
group           share of synthesized area
flops                               0.577
mux                                0.0565
xor+xnor                           0.0244
buf+inv                            0.0418
compound gates                      0.117
fa+ha+maj                          0.0874
simple gates                       0.0960
No activity file was given, so power comes from the tool's default toggle rates.
