File: flow/run.sh
#!/bin/bash
# OpenROAD 26Q1-2900-gdf79404cd8, Yosys 0.63+post, stock flow scripts
make -C /OpenROAD-flow-scripts/flow DESIGN_CONFIG=/design/flow/config.mk WORK_HOME=/design/flow/orfs finish
File: flow/config.mk
export PLATFORM = sky130hd
export DESIGN_NAME = main_2digit
export DESIGN_NICKNAME = main_2digit
export VERILOG_FILES = /design/flow/design.v
export SDC_FILE = /design/flow/constraint.sdc
export NUM_CORES = 4
export LEC_CHECK = 1
export CORE_UTILIZATION = 30
File: flow/constraint.sdc
current_design main_2digit

set clk_period 11.3
set clk_io_pct 0.2

create_clock -name clk0 -period $clk_period [get_ports {clk}]

set non_clock_inputs [all_inputs -no_clocks]
set_input_delay [expr $clk_period * $clk_io_pct] -clock clk0 $non_clock_inputs
set_output_delay [expr $clk_period * $clk_io_pct] -clock clk0 [all_outputs]
File: flow/design.v
`timescale 1ns / 1ps
module main_2digit(
    input clk,rst,start,
    input [3:0]ip,
    output reg [59:0]ans,
    output reg finish
    );
    parameter [6:0]addr_max=100;
    reg [7:0]max=0;
    reg [3:0]bram[addr_max-1:0];
    reg [6:0]addr=0,index=0,index_max=addr_max-2;
    reg [3:0]state=0;
    initial
    begin
        ans=0;
        finish=1;
    end
    always @(posedge clk)
    begin
        if(rst)
        begin
            addr<=0;ans<=0;max<=0;
            index<=0;index_max<=addr_max-2;
            state<=0;
            finish<=1;
        end
        else 
        begin
            case(state)
            0:
            begin
                addr<=0;max<=0;
                index<=0;index_max<=addr_max-2;
                if(start)
                begin
                    finish<=0;
                    state<=1;
                end
                else finish<=1;
            end
            1:
            begin
                if(addr>=addr_max)
                begin
                    state<=2;
                    addr<=0;
                end
                else 
                begin
                    bram[addr]<=ip;
                    addr<=addr+1;
                end
            end
            2:
            begin
                if(addr<=index_max) 
                begin
                    if(bram[addr]>max[3:0])
                    begin
                        index<=addr;    
                        max[3:0]<=bram[addr];
                    end
                    addr<=addr+1;
                end
                else
                begin
                    addr<=index+1;
                    if(index_max>=99)
                    begin
                        state<=0;
                        ans<=ans+10*max[7:4]+max[3:0];
                    end
                    else 
                    begin
                        index_max<=index_max+1;       
                        max<=max<<4;
                    end
                end
            end
            endcase        
        end   
    end
endmodule
==> qor.yml <==
vias: 14400
cts_htree_levels: 2
ys_seq_share_pct: 65.1
grt_start_max_net_pins: 66
regArea_um2: 13900
setup_viol: 0
place_congestion: 0.956
dieWidth_um: 268
finalCritPeriodShare_pct: 46.5
grt_remaining_overflow: 0
path_common_cell: "buf_4"
port_buffers: 67
rows: 97
ys_chip_area_um2: 21300
logic_area_um2: 6860
cp.arrival_ns: 5.75
ys_ff: 492
top_cells_by_count: "edfxtp_1, nor2_1, nand2_1"
critPathMaxFanout: 41
ctsResizeCount: 0
clockBufferDepth: 3
skew_ns: 0.0221
drtIter0Drc: 1184
synth.distinct_cells: 77
dieHeight_um: 268
place_area_um2: 23100
drive_above_1_share_pct: 11.3
cts_setup_buffers: 0
yosys_warnings: 1
min_path_type: "reg2reg"
use_met3_pct: 10.1
cts_tree: "done"
numCtsBuffers: 51
antenna_cells: 0
drt-total-wl_mm: 59.5
flop_cell: "edfxtp_1"
area_growth_pct: 16.3
max_stage_delay_ns: 0.69
root_buffer: "clkbuf_16"
synth-edff-count: 400
rsz0062_at_grt: "false"
place_ws_ns: 6.14
async_flop_share_pct: 0
power_uw: 3940
worst-path-buf-inv: 2
core_um2: 70100
warning_count: 30
fp_util_pct: 30.3
slowest_stage: "dfxtp_4"
p_leak_uw: 0.00771
antenna_left: 0
status: "completed"
netlist_instances: 1654
top_area_share_pct: 56.4
tightest_slew_ns: 0.987
path_clk_slew_ns: 0.06
dp_hpwl_mm: 37.7
grt_pass1_wl_mm: 90.1
ys_cells: 1654
synth_area_leader_cell: "edfxtp_1"
cts_sinks: 492
drcViolationCount: 0
nFillCells: 6618
p_per_area_nw_per_um2: 159
critical_path.top_delay_family: "simple AND/OR/NAND/NOR gates"
busiest_layer: "met2"
drt-vias-per-instance: 5.34
cp_cell_sequence: "buf_4 > nor2b_1 > buf_4 > a221o_1 > a21oi_1 > o32a_1 > o32ai_1 > ha_1 > nand4_1 > nand3_1 > nor2_1 > nor3_1 > a22o_1"
crit_required_ns: 11.79
critPathCaptureType: "flip-flop"
avgRoutedWirePerCell_um: 22.1
fin_ws_ns: 6.04
syn_avg_cell_area_um2: 12.9
top_cell: "edfxtp_1"
grt_util_all_layers_pct: 17.6
clkLatencyLatePin_ns: 0.61
met2_usage_pct: 25.9
finalHoldViolations: 0
pin_count: 68
cts.hold.buffers_added: 0
ir_drop_v: 0.000118
first_pass_iters: 5
hold_ws_ns: 0.476
slew_violations: 0
max_slew_margin_pct: 34.2
maxCapViolations: 0
netlist_area_um2: 21300
fmax_mhz: 190
startpoint_type: "flip-flop"
grt_pass1_vias: 14800
critPathKind: "reg2reg"
top_cells_by_area: "edfxtp_1, dfxtp_1, nor2_1"
grt_use_met1_pct: 22.9
chipArea_um2: 72000
fin_area_um2: 24700
fin_crit_ns: 5.26
tns_ns: 0
rrSetupSlack_ns: 6.04
grt_antenna_before_repair: 0
report_power, final:
part / switching [µW] / internal (µW) / total (µW)
clock: 709 / 983 / 1690
combinational: 198 / 81.8 / 280
sequential: 6.47 / 1960 / 1970
placed cells by master (no fill, tap or decap), types with 8 or more instances in the layout:
cell             synthesis  layout
a21oi_1                 88      88
nand4_1                 14      14
clkbuf_1                75       8
nor2_1                 177     175
or3_1                   15      15
mux2_2                  33      33
dfxtp_1                 92      89
a22o_1                  16      16
edfxtp_1               400     400
mux4_2                  10      10
and2_1                   9      10
nand2b_1                11      11
mux2i_1                 24      24
xor2_1                  11      11
clkinv_1                 0      11
nor2b_1                 13      10
inv_1                   42      42
and3_1                   9       9
o31ai_1                 13      13
clkinv_2                 0       9
o22ai_1                 10      10
nand3_1                 48      48
o211ai_1                12      12
nand2_1                103     103
xnor2_1                 34      34
clkbuf_16                0      52
nor4_1                  13      13
ha_1                    36      36
a221oi_1                59      59
a22oi_1                 29      29
buf_4                    0      47
nor3_1                  30      30
a211oi_1                13      13
a221o_1                 23      23
o21ai_0                 43      43
clkdlybuf4s50_1          0      62
state kept, by name, indices dropped and copies added, names as in the netlist:
| name | count |
|---|---|
| max | 8 |
| finish | 1 |
| state | 2 |
| ans | 60 |
| index | 7 |
| bram | 400 |
| addr | 7 |
| index_max | 7 |
per-layer routing:
metal | share of wire (%) | vias up
li1 | - | 6504
met1 | 39 | 6976
met2 | 45 | 803
met3 | 13 | 117
met4 | 2.9 | 0
met5 | 0 | -
metrics by stage:
| step | cells | util (%) |
|---|---|---|
| floorplan | 1654 | - |
| global placement | 2602 | 32.9 |
| detailed placement | 2602 | 32.9 |
| CTS | 2696 | 35.3 |
| global route | 2696 | 35.3 |
| finish | 2696 | 35.3 |
path summary, 6_finish.rpt:
check	start	endpoint	cells past startpoint
worst max-delay path	addr[1]	max[2]	13
worst max register to register	addr[1]	max[2]	13
worst min register to register	ans[7]	ans[7]	2
worst min-delay path	ans[7]	ans[7]	2
cell families after synthesis:
logic type / count (synthesis) / share of synthesized area (%)
flops: 492 / 65.1
simple gates: 478 / 10.8
compound gates: 382 / 13.0
buf+inv: 149 / 2.75
mux: 67 / 3.93
xor+xnor: 45 / 1.85
fa+ha+maj: 41 / 2.59
tightest hold or removal path: stages (launching register included):
cell and delay [ns]:
dfxtp_1 0.32, nand2_1 0.06, a21oi_1 0.05
layout make-up:
| cell class | count | share of cell area [%] |
|---|---|---|
| Inverter | 43 | 0.652 |
| Tap cell | 940 | 4.75 |
| Clock buffer | 60 | 5.38 |
| Sequential cell | 492 | 56.0 |
| Clock inverter | 34 | 1.46 |
| Multi-Input combinational cell | 1013 | 27.7 |
| Timing Repair Buffer | 114 | 4.03 |
