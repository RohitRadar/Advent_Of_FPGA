==> flow/design.v <==
`timescale 1ns / 1ps
module adder(
    input rst,
    input [43:0]ip1,ip2,
    output reg [43:0]op
    );
    reg [11:0]c=0;
    initial op=0;
    genvar i;
    generate 
        for(i=1;i<12;i=i+1)
        begin:adder
            always @(*)
            begin
                if(rst) 
                begin
                    op[4*i-1:4*(i-1)]=0;
                    c[i]=0;
                end
                else if(c[i-1]+ip1[4*i-1:4*(i-1)]+ip2[4*i-1:4*(i-1)]>9)
                begin
                    op[4*i-1:4*(i-1)]=c[i-1]+ip1[4*i-1:4*(i-1)]+ip2[4*i-1:4*(i-1)]-10;
                    c[i]=1;
                end
                else
                begin
                    op[4*i-1:4*(i-1)]=c[i-1]+ip1[4*i-1:4*(i-1)]+ip2[4*i-1:4*(i-1)];
                    c[i]=0;
                end
            end
        end
    endgenerate
endmodule
`timescale 1ns / 1ps
module bcd_counter(
    input clk,rst,new_ip,
    input [43:0]ip1,ip2,
    output wire [43:0]sum,
    output reg new
    );
    wire op_eq;
    reg [43:0]op=0,ip_add1=0,ip_add2=0;
    comparator2 comp1(
        .ip(op),
        .op_eq(op_eq)
    );
    adder add1(
        .rst(rst),
        .ip1(ip_add1),
        .ip2(ip_add2),
        .op(sum)
    );
    always @(posedge clk)
    begin
        if(op_eq && !new_ip)
        begin
            ip_add1<=op;
            ip_add2<=sum;
        end
    end
    initial new=1;
    always @(posedge clk)
    begin
        if(rst)
        begin
            op[3:0]<=0;
            new=1;
        end
        else if(op==ip2)new<=1;
        else if(new_ip)
        begin
            op[3:0]<=ip1[3:0];
            new<=0;
        end
        else
        begin
            if(op[3:0]!=9)op[3:0]<=op[3:0]+1;
            else op[3:0]<=0;
        end
    end
    genvar i;
    generate
        for(i=1;i<11;i=i+1)
        begin: bcd
            always @(posedge clk)
            begin
                if(rst)op[4*(i+1)-1:4*i]<=0;
                else if(new_ip)op[4*(i+1)-1:4*i]<=ip1[4*(i+1)-1:4*i];
                else
                begin
                    if(op[4*i-1:0]=={i{4'b1001}} && op<ip2)
                    begin
                        if(op[4*(i+1)-1:4*i]==9)op[4*(i+1)-1:4*i]<=0;
                        else op[4*(i+1)-1:4*i]<=op[4*(i+1)-1:4*i]+1;
                    end
                end
            end
        end
    endgenerate
endmodule
`timescale 1ns / 1ps
module comparator2(
    input [43:0]ip,
    output reg op_eq
    );
    reg [3:0]length=0;
    integer i;
    always @(*)
    begin
        if (ip[43:40] != 4'd0) length = 11;
        else if (ip[39:36] != 4'd0) length = 10;
        else if (ip[35:32] != 4'd0) length = 9;
        else if (ip[31:28] != 4'd0) length = 8;
        else if (ip[27:24] != 4'd0) length = 7;
        else if (ip[23:20] != 4'd0) length = 6;
        else if (ip[19:16] != 4'd0) length = 5;
        else if (ip[15:12] != 4'd0) length = 4;
        else if (ip[11:8] != 4'd0) length = 3;
        else if (ip[7:4] != 4'd0) length = 2;
    end
    always @(*)
    begin
        case(length)
        2: 
        begin
            if (ip[3:0] == ip[7:4])op_eq = 1;
            else op_eq=0;
        end
        4: 
        begin
            if (ip[7:0] == ip[15:8])op_eq = 1;
            else op_eq=0;
        end
        6: 
        begin
            if (ip[11:0] == ip[23:12])op_eq = 1;
            else op_eq=0;
        end
        8: 
        begin
            if (ip[15:0] == ip[31:16])op_eq = 1;
            else op_eq=0;
        end
        10: 
        begin
            if (ip[19:0] == ip[39:20])op_eq = 1;
            else op_eq=0;
        end
        default: op_eq = 0;
        endcase
    end
endmodule
==> flow/run.sh <==
#!/bin/bash
# OpenROAD 26Q1-2900-gdf79404cd8, Yosys 0.63+post, stock flow scripts
make -C /OpenROAD-flow-scripts/flow DESIGN_CONFIG=/design/flow/config.mk WORK_HOME=/design/flow/orfs finish
==> flow/config.mk <==
export PLATFORM = sky130hd
export DESIGN_NAME = bcd_counter
export DESIGN_NICKNAME = bcd_counter
export VERILOG_FILES = /design/flow/design.v
export SDC_FILE = /design/flow/constraint.sdc
export NUM_CORES = 4
export LEC_CHECK = 1
export CORE_UTILIZATION = 50
==> flow/constraint.sdc <==
current_design bcd_counter

set clk_period 52.1
set clk_io_pct 0.2

create_clock -name clk0 -period $clk_period [get_ports {clk}]

set non_clock_inputs [all_inputs -no_clocks]
set_input_delay [expr $clk_period * $clk_io_pct] -clock clk0 $non_clock_inputs
set_output_delay [expr $clk_period * $clk_io_pct] -clock clk0 [all_outputs]
==> notes.md <==
The following summarizes the physical implementation.

Setup path
For this run, the slowest stage of the critical path takes around 0.65 ns. Counting stages on the worst path, the most repeated cell is sky130_fd_sc_hd__fa_1. Looking at the critical path, the single cell with the biggest stage delay is sky130_fd_sc_hd__a221oi_1.

The capturing element type of the critical path is an output port. The worst setup path is of the input port to output port kind. The count of cells along the worst register-to-register path is around 73. STA classifies the critical path startpoint as an input port. The arrival time of data at the worst endpoint is listed as 28.77 ns. The endpoint required time on the critical path is 41.68 ns.

In this run the worst path has a maximum fanout of 21.

Logic synthesis
The main flop type is sky130_fd_sc_hd__edfxtp_1. For this design, Yosys synthesis ends with a cell count of 1098. The count of distinct cell types in the synthesized netlist is ~80. For this run, the number of Yosys warnings is 3. The number of synthesized flops with an enable pin is approximately 88.

The instance count of the mapped netlist is approximately 1100. In this run the mean area of a mapped cell was approximately 9.5 sq um. The proportion of register bits with asynchronous set or reset after synthesis is 0%. Yosys reports a chip area of just over 10000 sq um. In this run, synthesis produced a sequential element count of roughly 140. The cell area that synthesis handed to floorplanning was just over 10000 sq um.

Global routing
The via count of the first global-routing pass is a little under 8000. The number of antenna violations at the first check in global routing was 0. The pin count of the biggest net entering global routing is roughly 57.

Global routing consumed, over all layers together, between 20% and 30% of the routing resources. The total overflow left after global routing is 0. The first global-routing pass estimated between 40000 and 50000 um of wire. The met3 demand-to-capacity share in global routing is between 4 and 5%.

Global routing consumed, on the met1 layer, between 40% and 50% of the routing resources. Global routing consumed, on the met2 layer, approximately two fifths of the routing resources. The most utilized layer in the global route result is met1.

Detailed routing
The total routed wirelength is roughly 25000 um. In this run the remaining antenna-violating nets after routing total 0. The average wire per standard cell is approximately 17 um. Per the detail_route report, the via count comes to about 8000. The detailed-router iteration count before antenna repair is 4. Dividing the detail-routed via count by the number of cells gives approximately 5.5. The DRC violation total left in the routed layout is recorded as 0. The number of DRC violations after detailed-routing iteration 0 is roughly 470. Antenna repair during routing inserted a diode count of 0.

Clocking
The number of buffers added for setup after CTS is 0. Counting the buffers created by CTS gives 17. The number of hold buffers added after CTS is 0. The clock input transition at the sequential cells of the worst setup and hold paths is approximately 0.06 ns.

TritonCTS built the clock tree. The clock latency of the later-clocked register in the worst-skew pair is between 0.4 and 0.5 ns. Looking at the clock tree report, the root buffer type is sky130_fd_sc_hd__clkbuf_16. The H-tree depth is 4.

In this run the deepest clock path goes through 2 buffers. The total of cells resized after clock tree synthesis is 0.

Placement
Setup slack on the worst path after placement came out at 13.01 ns. Counting tap cells, the placed design contains a total of between 1000 and 1500 instances. Per the placement log, port buffering inserted ~140 buffers. After its last routability iteration, the placer logged a weighted congestion of 0.865.

Detailed placement finished with a half-perimeter wire length of 17800 um.

Timing
The slew of the pin with the lowest slew margin is 0.765 ns. The highest clock rate this design can be run at is between 20 and 30 MHz. 4 endpoints have no timing constraint. In the final run the clock tree shows a worst skew of 0.00910 ns. Setup repair after global routing left no endpoint under its margin. The number of max-slew violations in the final report is 0.

The hold violation count in the final report is 0. The final clock period utilization by the worst path is between 70% and 80%. The post-layout worst setup margin is roughly 13 ns. Adding up every negative setup slack in the final design gives 0 ns. The worst path in the final design needs a cycle of slightly below 40 ns, including I/O delays and setup. Across all checked pins, the minimum headroom to the slew limit is approximately half. The timer found 4 register pins that no clock reaches; their paths are not timed. Final hold analysis gives a worst-case slack of ~0.46 ns.

The number of failing setup endpoints in the final timing report is 0.

Die
The area of the die is between 20000 and 25000 sq um. In this run the standard cell core region covers roughly 20000 sq um. The report lists the number of standard-cell rows as between 50 and 60. The height of the die is 146 um. The share of the core area taken by cells at floorplan is about 51%. The die width is around 150 um.

The I/O pin total is about 140.

Job
The tool flagged a number of max-cap violations equal to 0. The total number of warnings across the stage logs is 29.

Final layout
Per the cell usage report, the commonest logic cells after layout are sky130_fd_sc_hd__clkdlybuf4s50_1, sky130_fd_sc_hd__inv_1, sky130_fd_sc_hd__ha_1, sky130_fd_sc_hd__edfxtp_1, sky130_fd_sc_hd__nor2_1. The final report lists a non-filler cell total of 1478. Per the final layout report, the fraction of cells sized above drive strength 1 comes to under 10%.

The post-synthesis to final-layout area growth is 20.5%. The top logic cell by instance count in the layout is sky130_fd_sc_hd__clkdlybuf4s50_1. After filler insertion, the fill cell instance count of the layout stands at 1765.

Worst hold path
Hold analysis shows the worst path with a depth of 2. The classification of the worst-slack hold path is flop to flop.

Pwr
The logic gate share of total power is between 10 and 15%. Dividing total power by cell area gives a power density of 24.0 nW/um^2. The clock share of power is around 45%.

The power report shows net switching accounting for about 25% of the total. The script extracted a total leakage power of between 5 and 6 nW. The power spent charging and discharging nets is between 0.00007 and 0.00008 W. VDD sags by at most between 20 and 25 uV. Cell internal power was estimated by the tool at about 0.00022 W. The relative contribution of sequential cells to total power is 41.3%.

Outcome
The run finished with clean final reports.
## per-stage QoR
stage | power, W | utilization, % | instance area (sq um)
after floorplan | 0.000150 | - | 10400
after global routing | 0.000313 | 61.8 | 12500
after detailed placement | 0.000168 | 58.5 | 11900
after CTS | 0.000303 | 61.8 | 12500
after global placement | 0.000167 | 58.5 | 11900
final | 0.000300 | 61.8 | 12500
## power by group through the flow
| stage | Clock (W) | Combinational (W) | Sequential (W) |
|---|---|---|---|
| after global routing | 0.000142 | 0.0000467 | 0.000125 |
| final | 0.000135 | 0.0000414 | 0.000124 |
| after CTS | 0.000138 | 0.0000418 | 0.000124 |
## layer usage
layer / routed length [um] / vias up
met5: 0 / -
met4: 231 / 0
met3: 1370 / 13
met2: 11500 / 208
met1: 11700 / 3847
li1: - / 4123
## final cells by class
type                    instances  area, sq um  area share (%)
clock buffers                  20          457            3.64
inverters                     112          420            3.35
flip-flops and latches        137         3600            28.7
repair buffers                145         1420            11.3
well taps                     270          338            2.69
clock inverters                12          201            1.61
multi-input cells             782         6100            48.6
## cells in the mapped netlist, drive strengths merged, types with 26 or more instances
cell	n	area, sq um
edfxtp	88	2640
nor2	83	312
inv	112	420
nand2	68	255
xnor2	65	569
clkbuf	41	154
ha	92	1150
buf	26	135
o21ai	41	205
xor2	40	350
a21oi	49	245
dfxtp	45	901
nor4	34	298
## critical path: cells and delay by family
family	cells	cell delay, ns
fa+ha+maj	17	6.02
xor+xnor	8	1.86
compound gates	14	5.18
simple gates	24	3.91
buf+inv	5	1.36
## registers in the layout, indices dropped and copies added, names as in the netlist
register	count
ip_add1	44
ip_add2	44
op	44
comp1.length	4
new	1
## worst paths after layout
| check | startpoint | to | slack, ns |
|---|---|---|---|
| worst max register to register | ip_add1[0] | ip_add2[43] | 32.82 |
| worst min register to register | new | new | 0.46 |
| worst min-delay path | new | new | 0.46 |
| worst max-delay path | rst | sum[42] | 12.91 |
## logic make-up after synthesis
group,after synthesis,share of synthesized area [%]
buffers and inverters,179,6.82
AND-OR/OR-AND,213,14.7
latches,4,0.578
multiplexers,20,1.96
XOR/XNOR,105,8.84
adder cells (fa/ha/maj),113,15.1
AND/OR/NAND/NOR,331,18.0
flip-flops,133,34.1
Power and IR drop assume default switching activity.
