$ cat /design/flow/design.v
`timescale 1ns / 1ps
module comparator(
    input [43:0]ip,
    output reg op_eq
    );
    reg [3:0]length=0;
    integer i;
    always @(*)
    begin
        if (ip[43:40] != 4'd0) length = 11;
        else if (ip[39:36] != 4'd0) length = 10;
        else if (ip[35:32] != 4'd0) length = 9;
        else if (ip[31:28] != 4'd0) length = 8;
        else if (ip[27:24] != 4'd0) length = 7;
        else if (ip[23:20] != 4'd0) length = 6;
        else if (ip[19:16] != 4'd0) length = 5;
        else if (ip[15:12] != 4'd0) length = 4;
        else if (ip[11:8] != 4'd0) length = 3;
        else if (ip[7:4] != 4'd0) length = 2;
    end
    always @(*)
    begin
        case(length)
        2: 
        begin
            if (ip[3:0] == ip[7:4])
                op_eq = 1;
            else op_eq=0;
        end
        3: 
        begin
            if (ip[3:0] == ip[7:4] && ip[7:4] == ip[11:8])
                op_eq = 1;
            else op_eq=0;
        end
        4: 
        begin
            if ((ip[3:0]==ip[7:4] && ip[7:4]==ip[11:8] && ip[11:8]==ip[15:12]) ||
               (ip[7:0] == ip[15:8]))
                op_eq = 1;
            else op_eq=0;
        end
        5: 
        begin
            if (ip[3:0]==ip[7:4] && ip[7:4]==ip[11:8] &&
               ip[11:8]==ip[15:12] && ip[15:12]==ip[19:16])
                op_eq = 1;
            else op_eq=0;
        end
        6: 
        begin
            if ((ip[3:0]==ip[7:4] && ip[7:4]==ip[11:8] &&
                ip[11:8]==ip[15:12] && ip[15:12]==ip[19:16] &&
                ip[19:16]==ip[23:20]) ||
               (ip[11:0] == ip[23:12]) ||
               (ip[7:0]==ip[15:8] && ip[15:8]==ip[23:16]))
                op_eq = 1;
            else op_eq=0;
        end
        7: 
        begin
            if (ip[3:0]==ip[7:4] && ip[7:4]==ip[11:8] &&
               ip[11:8]==ip[15:12] && ip[15:12]==ip[19:16] &&
               ip[19:16]==ip[23:20] && ip[23:20]==ip[27:24])
                op_eq = 1;
            else op_eq=0;
        end
        8: 
        begin
            if ((ip[3:0]==ip[7:4] && ip[7:4]==ip[11:8] &&
                ip[11:8]==ip[15:12] && ip[15:12]==ip[19:16] &&
                ip[19:16]==ip[23:20] && ip[23:20]==ip[27:24] &&
                ip[27:24]==ip[31:28]) ||
               (ip[15:0] == ip[31:16]) ||
               (ip[7:0]==ip[15:8] && ip[15:8]==ip[23:16] &&
                ip[23:16]==ip[31:24]))
                op_eq = 1;
            else op_eq=0;
        end
        9: 
        begin
            if ((ip[3:0]==ip[7:4] && ip[7:4]==ip[11:8] &&
                ip[11:8]==ip[15:12] && ip[15:12]==ip[19:16] &&
                ip[19:16]==ip[23:20] && ip[23:20]==ip[27:24] &&
                ip[27:24]==ip[31:28] && ip[31:28]==ip[35:32]) ||
               (ip[11:0]==ip[23:12] && ip[23:12]==ip[35:24]))
                op_eq = 1;
            else op_eq=0;
        end
        10: 
        begin
            if ((ip[3:0]==ip[7:4] && ip[7:4]==ip[11:8] &&
                 ip[11:8]==ip[15:12] && ip[15:12]==ip[19:16] &&
                 ip[19:16]==ip[23:20] && ip[23:20]==ip[27:24] &&
                 ip[27:24]==ip[31:28] && ip[31:28]==ip[35:32] &&
                 ip[35:32]==ip[39:36]) ||
                (ip[19:0] == ip[39:20]) ||
                (ip[7:0]==ip[15:8] && ip[15:8]==ip[23:16] &&
                 ip[23:16]==ip[31:24] && ip[31:24]==ip[39:32]))
                op_eq = 1;
            else op_eq=0;
        end
        11: 
        begin
            if (ip[3:0]==ip[7:4] && ip[7:4]==ip[11:8] &&
                ip[11:8]==ip[15:12] && ip[15:12]==ip[19:16] &&
                ip[19:16]==ip[23:20] && ip[23:20]==ip[27:24] &&
                ip[27:24]==ip[31:28] && ip[31:28]==ip[35:32] &&
                ip[35:32]==ip[39:36] && ip[39:36]==ip[43:40])
                op_eq = 1;
            else op_eq=0;
        end
        default: op_eq = 0;
        endcase
    end
endmodule
$ cat /design/flow/run.sh
#!/bin/bash
# OpenROAD 26Q1-2900-gdf79404cd8, Yosys 0.63+post, stock flow scripts
make -C /OpenROAD-flow-scripts/flow DESIGN_CONFIG=/design/flow/config.mk WORK_HOME=/design/flow/orfs finish
$ cat /design/flow/config.mk
export PLATFORM = sky130hd
export DESIGN_NAME = comparator
export DESIGN_NICKNAME = comparator
export VERILOG_FILES = /design/flow/design.v
export SDC_FILE = /design/flow/constraint.sdc
export NUM_CORES = 4
export LEC_CHECK = 1
export CORE_UTILIZATION = 30
$ cat /design/flow/constraint.sdc
current_design comparator

set clk_period 3.1
set clk_io_pct 0.2

create_clock -name clk0 -period $clk_period

set non_clock_inputs [all_inputs -no_clocks]
set_input_delay [expr $clk_period * $clk_io_pct] -clock clk0 $non_clock_inputs
set_output_delay [expr $clk_period * $clk_io_pct] -clock clk0 [all_outputs]
==> results.cfg <==
; yosys + openroad results
[grt]
antenna_found_initial = 0
gr-usage-all-layers_pct = 21.7
via_count_of_the_first_global_routing_pass = 2047
grt_pass1_wl_mm = 10.6
residual_overflow_from_global_routing = 0
grt_start_max_net_pins = 10

[drt]
finalWirelength_mm = 6.76
detail_route.vias_per_cell = 5.09
drt_pre_antenna_iters = 4
route.detailed.drc = 0
drt-initial-drc-count = 121
via_count = 2173
detail_route.wl_per_cell_um = 15.8
drtAntennaViolNets = 0
antenna_cells = 0

[power]
switching_share_pct = 48.5
p_seq_share_pct = 0
leakage_nw = 1.25
vdd_drop_max_mv = 0.0599
power.combinational.fraction_pct = 100.0
net-switching-power_mw = 0.172
pwr-share-clk_pct = 0
cellPowerDensity_nw_per_um2 = 120
power_report.internal_total_mw = 0.182

[final_layout]
layout-drive-gt1-share_pct = 35.5
areaGrowthSynthToFinish_pct = 56.2
mostFrequentLayoutCells = sky130_fd_sc_hd__buf_4 (76), sky130_fd_sc_hd__xor2_1 (69), sky130_fd_sc_hd__dlygate4sd2_1 (31)
final-instance-count-excl-fill = 427
layout.filler_cells = 571
layout_top_cell = sky130_fd_sc_hd__buf_4
largest_register_ff_count = 4
layout.core_utilization_pct = 49.3
finish.instance_area_um2 = 2950

[hold_path]
hp-class = in -> out

[placement]
port-buffer-count = 45
place.detailed.instances = 416
detailed_place.area_um2 = 2790
dp_worst_slack_ps = -521
gp_routability_congestion = 0.946
dp_hpwl_mm = 5.58

[synthesis]
top_cells_by_area = sky130_fd_sc_hd__xor2_1 (32%), sky130_fd_sc_hd__xnor2_1 (7.9%), sky130_fd_sc_hd__nor4_1 (7.3%), sky130_fd_sc_hd__buf_2 (5.0%), sky130_fd_sc_hd__and3_1 (4.6%)
yosys-stat-cells = 257
yosys.cell_types.count = 39
yosys_warnings = 1
post-synth-top-area-cell = sky130_fd_sc_hd__xor2_1
number_of_synthesized_register_bits = 4
ys_chip_area_um2 = 1890
synth_instances = 257
syn-cell-area_um2 = 1890
post-synth-top-area-fraction_pct = 32.0
edf_count = 0
async_flop_share_pct = 0
dominantRegCellSynth = sky130_fd_sc_hd__dlxtn_1
synthesis.area_per_instance_um2 = 7.36

[critical_path]
worstPathArrival_ps = 2340
critical_path.endpoint_type = primary output
origin_of_the_worst_setup_path = ip[5]
required_time_at_the_worst_slack_endpoint_ps = 2480
path_max_fanout = 3
startpoint_type = input pin
critical_path_class = in -> out
worst_setup_ep = op_eq

[sta]
endpoints_left_unconstrained = 4
rsz0062_at_grt = false
max_freq_ghz = 0.337
slew_violations = 0
worst_slew_margin_rel_pct = 52.4
setup_violations = 0
final_min_period_over_clock_period_pct = 95.6
unclocked_regs = 4
timing.final.crit_period_ps = 2960
finalHoldViolCount = 0
finalWorstSetupSlack_ps = 136
worstMarginPinSlew_ps = 708

[floorplanning]
chipArea_um2 = 6620
core_area_um2 = 5990
initial_core_util_pct = 31.6
core.rowCount = 28
die_y_um = 81.4
io-pin-count = 45
dieWidth_um = 81.4

[flow_run]
maxCapViolations = 0
openroad.warnings = 32

[status]
run_status = finished, final reports clean
[how the worst min path moves through the flow]
stage     startpoint    end  slack (ps)  depth (start not counted)
6_report      ip[10]  op_eq        2080                          7
4_1_cts       ip[10]  op_eq        2140                          7
5_1_grt       ip[10]  op_eq        2190                          7
[repair_timing]
item,CTS,global route
pin swaps,24,9
resized,79,12
setup buffers,9,2
endpoints found under the hold margin,0,0
hold buffers,0,0
setup endpoints to repair,1,1
[power by group through the flow]
stage / logic, mW / registers, mW / clock network, mW
final: 0.354 / 0.0000909 / 0
after CTS: 0.344 / 0.0000907 / 0
after global routing: 0.380 / 0.0000900 / 0
[area by class of cell]
cell class                      instances  area, um2  area share (%)
Multi-Input combinational cell        216       1690            57.2
Timing Repair Buffer                  132       1110            37.6
Sequential cell                         4       60.1            2.03
Tap cell                               75       93.8            3.18
[per-stage QoR]
step	hold WS [ps]	power [mW]	setup TNS, ps
2_1_floorplan	1600	0.188	0
3_3_place_gp	2690	0.343	-490
3_5_place_dp	2710	0.342	-521
4_1_cts	2140	0.344	0
5_1_grt	2190	0.380	0
6_report	2080	0.354	0
[metal layers]
layer	up-vias	share of wire (%)	GRT usage [%]
met5	-	0	0
met4	0	0.40	0.893
met3	2	5.4	0.570
met2	53	46	36.0
met1	1012	48	32.8
li1	1106	-	-
[kinds of logic (layout without fill, tap and decap cells)]
group / after synthesis / in the layout / synth area share (%)
and+or+nand+nor: 105 / 105 / 35.3
xor gates and xnor gates: 86 / 86 / 39.8
buffers and inverters: 37 / 132 / 12.6
AOI/OAI and AO/OA: 22 / 22 / 7.41
latches: 4 / 4 / 3.18
muxes: 3 / 3 / 1.59
[synth_stat cells (2+ instances only)]
| cell | instances |
|---|---|
| sky130_fd_sc_hd__xor2_1 | 69 |
| sky130_fd_sc_hd__o21ai_0 | 5 |
| sky130_fd_sc_hd__nor4_1 | 22 |
| sky130_fd_sc_hd__buf_4 | 8 |
| sky130_fd_sc_hd__xnor2_1 | 17 |
| sky130_fd_sc_hd__clkbuf_1 | 3 |
| sky130_fd_sc_hd__nor3_2 | 3 |
| sky130_fd_sc_hd__nor4_2 | 3 |
| sky130_fd_sc_hd__o22ai_1 | 7 |
| sky130_fd_sc_hd__mux2i_1 | 3 |
| sky130_fd_sc_hd__nor2b_1 | 2 |
| sky130_fd_sc_hd__buf_2 | 19 |
| sky130_fd_sc_hd__nor3b_1 | 3 |
| sky130_fd_sc_hd__buf_6 | 6 |
| sky130_fd_sc_hd__nor2_1 | 2 |
| sky130_fd_sc_hd__nor3_1 | 13 |
| sky130_fd_sc_hd__a21oi_1 | 2 |
| sky130_fd_sc_hd__nand2_1 | 7 |
| sky130_fd_sc_hd__dlxtn_1 | 4 |
| sky130_fd_sc_hd__and3_1 | 14 |
| sky130_fd_sc_hd__or3_1 | 2 |
| sky130_fd_sc_hd__nand3_1 | 9 |
| sky130_fd_sc_hd__or4_1 | 8 |
| sky130_fd_sc_hd__nand3b_1 | 2 |
| sky130_fd_sc_hd__or4_4 | 2 |
| sky130_fd_sc_hd__nand4_1 | 9 |
[critical path: stages]
cell	delay, ps
sky130_fd_sc_hd__clkdlybuf4s15_2	210
sky130_fd_sc_hd__buf_6	130
sky130_fd_sc_hd__buf_4	140
sky130_fd_sc_hd__xor2_1	140
sky130_fd_sc_hd__nor4_2	260
sky130_fd_sc_hd__nand4_1	230
sky130_fd_sc_hd__o22ai_2	230
sky130_fd_sc_hd__a32oi_1	80
sky130_fd_sc_hd__nand4_1	100
sky130_fd_sc_hd__dlygate4sd2_1	200
No activity file was given, so power comes from the tool's default toggle rates.
